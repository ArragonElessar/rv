## /design/flow/run.sh

```bash
#!/bin/bash
# OpenROAD 26Q1-2900-gdf79404cd8, Yosys 0.63+post, stock flow scripts
make -C /OpenROAD-flow-scripts/flow DESIGN_CONFIG=/design/flow/config.mk WORK_HOME=/design/flow/orfs finish
```

## /design/flow/config.mk

```make
export PLATFORM = sky130hd
export DESIGN_NAME = adder32
export DESIGN_NICKNAME = adder32
export VERILOG_FILES = /design/flow/design.v
export SDC_FILE = /design/flow/constraint.sdc
export NUM_CORES = 4
export LEC_CHECK = 1
export CORE_AREA = 10 10 107 107
export DIE_AREA = 0 0 117 117
```

## /design/flow/constraint.sdc

```tcl
current_design adder32

set clk_period 24.1
set clk_io_pct 0.2

create_clock -name clk0 -period $clk_period

set non_clock_inputs [all_inputs -no_clocks]
set_input_delay [expr $clk_period * $clk_io_pct] -clock clk0 $non_clock_inputs
set_output_delay [expr $clk_period * $clk_io_pct] -clock clk0 [all_outputs]
```

## /design/flow/design.v

```verilog
module adder32 (
    input  [31:0] a,
    input  [31:0] b,
    output [31:0] sum
);
    assign sum = a + b;
endmodule
```

==> impl_metrics.toml <==
# synthesis and place-and-route metrics
[drt]
drtAntennaViolNets = 0
wl_per_cell_um = 14.5
antennaDiodeCount = 0
drt-initial-drc-count = 81
drt_pass1_iterations = 4
postRouteWirelength_um = 6350
vias = 2125
drc = 0
routed_via_density = 4.86

[final_timing]
maxSlewViolCount = 0
finalSetupViolCount = 0
finalHoldViolations = 0
slew-limit-headroom_pct = 61.9
fin_setup_tns_ps = 0
tightest_slew_ps = 557
worst_slack_ps = 11460
rsz0062_at_grt = "no"
finalCriticalPeriod_ps = 12640
period_used_pct = 52.5
fmax_mhz = 79.1

[critical_path]
endpoint = "sum[26]"
critPathArrivalTime_ps = 7820
crit_path_start_kind = "input pin"
cp_max_fo = 4
worstSetupEndpointType = "output port"
crit_type = "in2out"
cp-startpoint = "a[0]"
worst_ep_required_time_ps = 19280

[logic_synthesis]
ys_warn_count = 0
syn_avg_cell_area_sq_um = 7.24
ys_cells = 241
top_cell_area_share_pct = 22.2
yosys.stat.seqShare_pct = 0
synth_area_sq_mm = 0.00174
ys_chip_area_sq_mm = 0.00174
synth_cell_type_count = 50
synth_cells = 241
synth.area.top_cells = "ha_1 (22%), a21oi_1 (8.3%), a21o_1 (8.2%)"
synth_top_cell_by_area = "ha_1"

[cells_and_area]
seq_cells = 0
flop_area_sq_um = 0
fillers = 993
drive_gt1_share_pct = 3.07
clockBufferCount = 0
area_growth_pct = 60.5
stdcell_area_sq_mm = 0.00280

[die]
die_area_sq_mm = 0.0137
core_area_sq_mm = 0.00920
fp_util_pct = 19.0
chipHeight_um = 117
ios = 96
rows = 35
die_w_um = 117

[min_path]
hold_start = "b[0]"
min_path_type = "in2out"

[clocking]
postCtsHoldBufs = 0
postCtsSetupRepairBufs = 0
cts-resized-gates = 0

[grt]
grt_first_pass_wirelength_um = 10100
grt_util_all_layers_pct = 8.88
antenna_found_initial = 0
grt_pass1_vias = 2099
grt_overflow = 0
grt_max_degree = 11

[placed_design]
gp_congestion = 0.828
place_worst_setup_slack_ps = 11450
placed_cell_area_sq_mm = 0.00280
io_buffers = 96
dp_hpwl_um = 5590

[pwr]
vdd_drop_max_uv = 14.6
p_leak_nw = 1.18
powerDensity_mw_per_mm2 = 29.1

[outcome]
outcome = "finished, final reports clean"

[job]
warning_count = 32
max-cap-violations = 0
==> synth_stat cells, drive strengths merged (2+ instances only) <==
cell,instances
ha,31
nand3,10
inv,6
a31oi,3
xor2,15
a21o,19
o21a,2
clkbuf,8
o21ai,15
xnor2,13
nand4,8
nand2,18
buf,3
a211oi,3
mux2i,2
o21bai,5
o211ai,3
o221ai,2
or2,3
a311oi,3
nor2,12
o311ai,2
nor3,4
a21oi,29
nand2b,2
==> through the flow <==
| step | cells | hold slack, ps | power (mW) | utilization (%) |
|---|---|---|---|---|
| 2_1_floorplan | 241 | 9710 | 0.0385 | - |
| 3_3_place_gp | 437 | 10670 | 0.0822 | 30.4 |
| 3_5_place_dp | 437 | 10680 | 0.0820 | 30.4 |
| 4_1_cts | 437 | 10680 | 0.0827 | 30.4 |
| 5_1_grt | 437 | 10710 | 0.0906 | 30.4 |
| 6_report | 437 | 10670 | 0.0815 | 30.4 |
==> worst max-delay path, stage by stage <==
cell and delay [ps]:
clkdlybuf4s50_1 410, ha_1 240, fa_1 400, a21o_1 220, a31o_2 280, nand3_1 90
o221ai_1 240, a311oi_1 370, o21bai_1 110, xor2_1 140, clkdlybuf4s50_1 500
==> final cells by class <==
class | count | area, sq um | share of cell area (%)
Timing Repair Buffer | 96 | 961 | 34.3
Multi-Input combinational cell | 224 | 1680 | 59.9
Inverter | 6 | 22.5 | 0.804
Tap cell | 111 | 139 | 4.96
==> layer usage <==
metal / global-route usage [%] / routed length [um]
met1: 11.2 / 2790
met2: 15.3 / 2860
met5: 0 / 0
met4: 0 / 0
met3: 2.89 / 696
==> how the worst min path moves through the flow <==
stage | slack (ps) | end | cells after the start
6_report | 10670 | sum[0] | 3
5_1_grt | 10710 | sum[0] | 3
4_1_cts | 10680 | sum[0] | 3
==> where the power goes <==
| part | switching, mW | internal [mW] | leakage, nW |
|---|---|---|---|
| clock | 0 | 0 | 0 |
| combinational | 0.0331 | 0.0484 | 1.18 |
| sequential | 0 | 0 | 0 |
==> logic make-up after synthesis <==
logic type,count (synthesis),share of synthesized area (%)
simple gates,65,18.3
compound gates,97,39.3
mux,2,1.15
buf+inv,17,3.80
fa+ha+maj,32,23.4
xor+xnor,28,14.1
==> placed cells by master (no fill, tap or decap), types with 3 or more instances in the layout <==
| master | count |
|---|---|
| nor2_1 | 12 |
| nor3_1 | 4 |
| clkdlybuf4s50_1 | 96 |
| ha_1 | 31 |
| inv_1 | 6 |
| o21bai_1 | 4 |
| xor2_1 | 15 |
| nand3_1 | 10 |
| o21ai_0 | 13 |
| nand4_1 | 8 |
| a21o_1 | 19 |
| a211oi_1 | 3 |
| a21oi_1 | 29 |
| o211ai_1 | 3 |
| or2_2 | 3 |
| xnor2_1 | 13 |
| a31oi_1 | 3 |
| nand2_1 | 18 |
Power is estimated from default activity; no workload was simulated.
